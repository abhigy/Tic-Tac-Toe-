File: /design/flow/design.v
module tic_tac_toe_game(
     input clock,  
     input reset,  
     input play,  
     input pc,  
     input [3:0] computer_position,player_position, 
     output wire [1:0] pos1,pos2,pos3,
     pos4,pos5,pos6,pos7,pos8,pos9,
     output wire[1:0]who 
     );
 wire [15:0] PC_en; 
 wire [15:0] PL_en;  
 wire illegal_move;  
 wire win;  
 wire computer_play;  
 wire player_play;  
 wire no_space;  
  position_registers position_reg_unit(
      clock,  
      reset,  
      illegal_move,  
      PC_en[8:0],  
      PL_en[8:0],  
      pos1,pos2,pos3,pos4,pos5,pos6,pos7,pos8,pos9 
      );
 winner_detector win_detect_unit(pos1,pos2,pos3,pos4,pos5,pos6,pos7,pos8,pos9,win,who);
 position_decoder pd1(computer_position,computer_play,PC_en);
 position_decoder pd2(player_position,player_play,PL_en); 
  illegal_move_detector imd_unit(
   pos1,pos2,pos3,pos4,pos5,pos6,pos7,pos8,pos9, 
   PC_en[8:0], PL_en[8:0], 
   illegal_move
   );
 nospace_detector nsd_unit(
   pos1,pos2,pos3,pos4,pos5,pos6,pos7,pos8,pos9, 
   no_space
    ); 
 fsm_controller tic_tac_toe_controller(
     clock, 
     reset, 
     play,  
     pc, 
     illegal_move, 
     no_space,  
     win,  
     computer_play,  
     player_play  
     );    
endmodule 
module position_registers(
      input clock,  
      input reset,  
      input illegal_move,  
      input [8:0] PC_en,  
      input [8:0] PL_en,  
      output reg[1:0] pos1,pos2,pos3,pos4,pos5,pos6,pos7,pos8,pos9 
      );
 always @(posedge clock or posedge reset)
 begin
  if(reset) 
   pos1 <= 2'b00;
  else begin
   if(illegal_move==1'b1)
    pos1 <= pos1; 
   else if(PC_en[0]==1'b1)
    pos1 <= 2'b10;  
   else if (PL_en[0]==1'b1)
    pos1 <= 2'b01; 
   else 
    pos1 <= pos1; 
  end 
 end 
 always @(posedge clock or posedge reset)
 begin
  if(reset) 
   pos2 <= 2'b00;
  else begin
   if(illegal_move==1'b1)
    pos2 <= pos2; 
   else if(PC_en[1]==1'b1)
    pos2 <= 2'b10;  
   else if (PL_en[1]==1'b1)
    pos2 <= 2'b01; 
   else 
    pos2 <= pos2; 
  end 
 end 
 always @(posedge clock or posedge reset)
 begin
  if(reset) 
   pos3 <= 2'b00;
  else begin
   if(illegal_move==1'b1)
    pos3 <= pos3; 
   else if(PC_en[2]==1'b1)
    pos3 <= 2'b10;  
   else if (PL_en[2]==1'b1)
    pos3 <= 2'b01; 
   else 
    pos3 <= pos3; 
  end 
 end  
 always @(posedge clock or posedge reset)
 begin
  if(reset) 
   pos4 <= 2'b00;
  else begin
   if(illegal_move==1'b1)
    pos4 <= pos4; 
   else if(PC_en[3]==1'b1)
    pos4 <= 2'b10;  
   else if (PL_en[3]==1'b1)
    pos4 <= 2'b01; 
   else 
    pos4 <= pos4; 
  end 
 end 
 always @(posedge clock or posedge reset)
 begin
  if(reset) 
   pos5 <= 2'b00;
  else begin
   if(illegal_move==1'b1)
    pos5 <= pos5; 
   else if(PC_en[4]==1'b1)
    pos5 <= 2'b10;  
   else if (PL_en[4]==1'b1)
    pos5 <= 2'b01; 
   else 
    pos5 <= pos5; 
  end 
 end 
 always @(posedge clock or posedge reset)
 begin
  if(reset) 
   pos6 <= 2'b00;
  else begin
   if(illegal_move==1'b1)
    pos6 <= pos6; 
   else if(PC_en[5]==1'b1)
    pos6 <= 2'b10;  
   else if (PL_en[5]==1'b1)
    pos6 <= 2'b01; 
   else 
    pos6 <= pos6; 
  end 
 end 
 always @(posedge clock or posedge reset)
 begin
  if(reset) 
   pos7 <= 2'b00;
  else begin
   if(illegal_move==1'b1)
    pos7 <= pos7; 
   else if(PC_en[6]==1'b1)
    pos7 <= 2'b10;  
   else if (PL_en[6]==1'b1)
    pos7 <= 2'b01; 
   else 
    pos7 <= pos7; 
  end 
 end 
 always @(posedge clock or posedge reset)
 begin
  if(reset) 
   pos8 <= 2'b00;
  else begin
   if(illegal_move==1'b1)
    pos8 <= pos8; 
   else if(PC_en[7]==1'b1)
    pos8 <= 2'b10;  
   else if (PL_en[7]==1'b1)
    pos8 <= 2'b01; 
   else 
    pos8 <= pos8; 
  end 
 end 
 always @(posedge clock or posedge reset)
 begin
  if(reset) 
   pos9 <= 2'b00;
  else begin
   if(illegal_move==1'b1)
    pos9 <= pos9; 
   else if(PC_en[8]==1'b1)
    pos9 <= 2'b10;  
   else if (PL_en[8]==1'b1)
    pos9 <= 2'b01; 
   else 
    pos9 <= pos9; 
  end 
 end  
endmodule 
module fsm_controller(
     input clock, 
     input reset, 
     play,  
     pc, 
     illegal_move, 
     no_space,  
     win,  
     output reg computer_play,  
     player_play  
     );
parameter IDLE=2'b00;
parameter PLAYER=2'b01;
parameter COMPUTER=2'b10;
parameter GAME_DONE=2'b11;
reg[1:0] current_state, next_state;
always @(posedge clock or posedge reset) 
begin 
 if(reset)
  current_state <= IDLE;
 else 
  current_state <= next_state;
end 
always @(*)
 begin
 case(current_state)
 IDLE: begin 
  if(reset==1'b0 && play == 1'b1)
   next_state <= PLAYER;  
  else 
   next_state <= IDLE;
  player_play <= 1'b0;
  computer_play <= 1'b0;
 end 
 PLAYER:begin 
  player_play <= 1'b1;
  computer_play <= 1'b0;
  if(illegal_move==1'b0)
   next_state <= COMPUTER;  
  else 
   next_state <= IDLE;
 end 
 COMPUTER:begin 
  player_play <= 1'b0;
  if(pc==1'b0) begin 
   next_state <= COMPUTER;
   computer_play <= 1'b0;
  end
  else if(win==1'b0 && no_space == 1'b0)
  begin 
   next_state <= IDLE;
   computer_play <= 1'b1; 
  end 
  else if(no_space == 1 || win ==1'b1)
  begin 
   next_state <= GAME_DONE;  
   computer_play <= 1'b1; 
  end  
 end 
 GAME_DONE:begin  
  player_play <= 1'b0;
  computer_play <= 1'b0; 
  if(reset==1'b1) 
   next_state <= IDLE; 
  else 
   next_state <= GAME_DONE;  
 end 
 default: next_state <= IDLE; 
 endcase
 end
endmodule 
module nospace_detector(
   input [1:0] pos1,pos2,pos3,pos4,pos5,pos6,pos7,pos8,pos9, 
   output wire no_space
    );
wire temp1,temp2,temp3,temp4,temp5,temp6,temp7,temp8,temp9;
assign temp1 = pos1[1] | pos1[0];
assign temp2 = pos2[1] | pos2[0];
assign temp3 = pos3[1] | pos3[0];
assign temp4 = pos4[1] | pos4[0];
assign temp5 = pos5[1] | pos5[0];
assign temp6 = pos6[1] | pos6[0];
assign temp7 = pos7[1] | pos7[0];
assign temp8 = pos8[1] | pos8[0];
assign temp9 = pos9[1] | pos9[0];
assign no_space =((((((((temp1 & temp2) & temp3) & temp4) & temp5) & temp6) & temp7) & temp8) & temp9);
endmodule 
module illegal_move_detector(
   input [1:0] pos1,pos2,pos3,pos4,pos5,pos6,pos7,pos8,pos9, 
   input [8:0] PC_en, PL_en, 
   output wire illegal_move
   );
wire temp1,temp2,temp3,temp4,temp5,temp6,temp7,temp8,temp9;
wire temp11,temp12,temp13,temp14,temp15,temp16,temp17,temp18,temp19;
wire temp21,temp22;
assign temp1 = (pos1[1] | pos1[0]) & PL_en[0];
assign temp2 = (pos2[1] | pos2[0]) & PL_en[1];
assign temp3 = (pos3[1] | pos3[0]) & PL_en[2];
assign temp4 = (pos4[1] | pos4[0]) & PL_en[3];
assign temp5 = (pos5[1] | pos5[0]) & PL_en[4];
assign temp6 = (pos6[1] | pos6[0]) & PL_en[5];
assign temp7 = (pos7[1] | pos7[0]) & PL_en[6];
assign temp8 = (pos8[1] | pos8[0]) & PL_en[7];
assign temp9 = (pos9[1] | pos9[0]) & PL_en[8];
assign temp11 = (pos1[1] | pos1[0]) & PC_en[0];
assign temp12 = (pos2[1] | pos2[0]) & PC_en[1];
assign temp13 = (pos3[1] | pos3[0]) & PC_en[2];
assign temp14 = (pos4[1] | pos4[0]) & PC_en[3];
assign temp15 = (pos5[1] | pos5[0]) & PC_en[4];
assign temp16 = (pos6[1] | pos6[0]) & PC_en[5];
assign temp17 = (pos7[1] | pos7[0]) & PC_en[6];
assign temp18 = (pos8[1] | pos8[0]) & PC_en[7];
assign temp19 = (pos9[1] | pos9[0]) & PC_en[8];
assign temp21 =((((((((temp1 | temp2) | temp3) | temp4) | temp5) | temp6) | temp7) | temp8) | temp9);
assign temp22 =((((((((temp11 | temp12) | temp13) | temp14) | temp15) | temp16) | temp17) | temp18) | temp19);
assign illegal_move = temp21 | temp22 ;
endmodule 
module position_decoder(input[3:0] in, input enable, output wire [15:0] out_en);
 reg[15:0] temp1;
 assign out_en = (enable==1'b1)?temp1:16'd0;
 always @(*)
 begin
 case(in)
 4'd0: temp1 <= 16'b0000000000000001;
 4'd1: temp1 <= 16'b0000000000000010; 
 4'd2: temp1 <= 16'b0000000000000100;
 4'd3: temp1 <= 16'b0000000000001000;
 4'd4: temp1 <= 16'b0000000000010000;
 4'd5: temp1 <= 16'b0000000000100000;
 4'd6: temp1 <= 16'b0000000001000000;
 4'd7: temp1 <= 16'b0000000010000000;
 4'd8: temp1 <= 16'b0000000100000000;
 4'd9: temp1 <= 16'b0000001000000000;
 4'd10: temp1 <= 16'b0000010000000000;
 4'd11: temp1 <= 16'b0000100000000000;
 4'd12: temp1 <= 16'b0001000000000000;
 4'd13: temp1 <= 16'b0010000000000000;
 4'd14: temp1 <= 16'b0100000000000000;
 4'd15: temp1 <= 16'b1000000000000000;
 default: temp1 <= 16'b0000000000000001; 
 endcase 
end 
endmodule 
module winner_detector(input [1:0] pos1,pos2,pos3,pos4,pos5,pos6,pos7,pos8,pos9, output wire winner, output wire [1:0]who);
wire win1,win2,win3,win4,win5,win6,win7,win8;
wire [1:0] who1,who2,who3,who4,who5,who6,who7,who8;
winner_detect_3 u1(pos1,pos2,pos3,win1,who1); 
winner_detect_3 u2(pos4,pos5,pos6,win2,who2); 
winner_detect_3 u3(pos7,pos8,pos9,win3,who3); 
winner_detect_3 u4(pos1,pos4,pos7,win4,who4); 
winner_detect_3 u5(pos2,pos5,pos8,win5,who5); 
winner_detect_3 u6(pos3,pos6,pos9,win6,who6); 
winner_detect_3 u7(pos1,pos5,pos9,win7,who7); 
winner_detect_3 u8(pos3,pos5,pos6,win8,who8); 
assign winner = (((((((win1 | win2) | win3) | win4) | win5) | win6) | win7) | win8);
assign who = (((((((who1 | who2) | who3) | who4) | who5) | who6) | who7) | who8);
endmodule 
module winner_detect_3(input [1:0] pos0,pos1,pos2, output wire winner, output wire [1:0]who);
wire [1:0] temp0,temp1,temp2;
wire temp3;
assign temp0[1] = !(pos0[1]^pos1[1]);
assign temp0[0] = !(pos0[0]^pos1[0]);
assign temp1[1] = !(pos2[1]^pos1[1]);
assign temp1[0] = !(pos2[0]^pos1[0]);
assign temp2[1] = temp0[1] & temp1[1];
assign temp2[0] = temp0[0] & temp1[0];
assign temp3 = pos0[1] | pos0[0];
assign winner = temp3 & temp2[1] & temp2[0];
assign who[1] = winner & pos0[1];
assign who[0] = winner & pos0[0];
endmodule
File: /design/flow/run.sh
#!/bin/bash
# OpenROAD 26Q1-2900-gdf79404cd8, Yosys 0.63+post, stock flow scripts
make -C /OpenROAD-flow-scripts/flow DESIGN_CONFIG=/design/flow/config.mk WORK_HOME=/design/flow/orfs finish
File: /design/flow/config.mk
export PLATFORM = sky130hd
export DESIGN_NAME = tic_tac_toe_game
export DESIGN_NICKNAME = tic_tac_toe_game
export VERILOG_FILES = /design/flow/design.v
export SDC_FILE = /design/flow/constraint.sdc
export NUM_CORES = 4
export LEC_CHECK = 1
export CORE_UTILIZATION = 40
File: /design/flow/constraint.sdc
current_design tic_tac_toe_game

set clk_period 3.7
set clk_io_pct 0.2

create_clock -name clk0 -period $clk_period [get_ports {clock}]

set non_clock_inputs [all_inputs -no_clocks]
set_input_delay [expr $clk_period * $clk_io_pct] -clock clk0 $non_clock_inputs
set_output_delay [expr $clk_period * $clk_io_pct] -clock clk0 [all_outputs]
==> flow_metrics.env <==
# flow metrics
export IMPL_status="finished, final reports clean"
export IMPL_area_leaders="dfrtp_1, nor3_1, and3_1"
export IMPL_yosys_cell_types_count=54
export IMPL_unclocked_regs=3
export IMPL_grt_usage_pct=23.2
export IMPL_viasPerCell=6.13
export IMPL_synth_edff_count=0
export IMPL_logic_area_um2=987
export IMPL_drive_above_1_share_pct=7.58
export IMPL_place_hpwl_um=3260
export IMPL_cts_buffer_depth=2
export IMPL_die_w_um=66.0
export IMPL_grt_max_degree=23
export IMPL_ys_async_sr_fraction_pct=87.0
export IMPL_numCtsBuffers=3
export IMPL_holdPathEnd="position_reg_unit.pos2[0]$_DFFE_PP0P_"
export IMPL_hold_depth=2
export IMPL_fillers=338
export IMPL_slew_headroom_pct=45.6
export IMPL_ys_cells=189
export IMPL_fin_util_pct=52.6
export IMPL_avgSynthCellArea_um2=8.68
export IMPL_firstDrtPassIters=4
export IMPL_top_area_share_pct=30.5
export IMPL_drv_cap=0
export IMPL_die_area_um2=4360
export IMPL_final_common_cell="clkdlybuf4s50_1"
export IMPL_r2r_slack_ns=1.01
export IMPL_grt_pass1_wl_um=7510
export IMPL_die_h_um=66.0
export IMPL_hold_class="flip-flop to flip-flop"
export IMPL_fmax_ghz=0.304
export IMPL_rsz0062_at_grt="false"
export IMPL_antenna_found_initial=0
export IMPL_htree_levels=1
export IMPL_ys_flops=23
export IMPL_syn_inst=189
export IMPL_finalMaxSlewViolations=0
export IMPL_initCoreUtil_pct=43.2
export IMPL_ff_type="dfrtp_1"
export IMPL_seq_area_um2=546
export IMPL_cts_resized=0
export IMPL_p_leak_nw=0.867
export IMPL_final_cell_mix="clkdlybuf4s50_1, dfrtp_1, nor3_1"
export IMPL_io_pins=32
export IMPL_skew_ns=0.0101
export IMPL_yosysWarnings=3
export IMPL_powerDensity_nw_per_um2=399
export IMPL_critPathLaunchType="flip-flop"
export IMPL_areaGrowthSynthToFinish_pct=21.7
export IMPL_cp_end_kind="output pin"
export IMPL_root_buffer="clkbuf_8"
export IMPL_overflow=0
export IMPL_clkLatencyLatePin_ns=0.26
export IMPL_finalSetupViolCount=0
export IMPL_untimed_endpoints=3
export IMPL_synthDominantAreaCellType="dfrtp_1"
export IMPL_drtIter0Drc=168
export IMPL_routed_wl_um=4460
export IMPL_period_used_pct=89.0
export IMPL_wl_per_cell_um=17.2
export IMPL_portBuffers=31
export IMPL_ant_nets=0
export IMPL_clk_pin_slew_ns=0.08
export IMPL_cts_tree="yes"
export IMPL_cts_hold_fix_buffers=0
export IMPL_fin_setup_tns_ns=0
export IMPL_drc_errors=0
export IMPL_num_vias=1588
export IMPL_rows=22
export IMPL_globalplace_congestion=0.949
export IMPL_rr_startpoint="tic_tac_toe_controller.current_state[0]$_DFF_PP0_"
export IMPL_r2r_cells=10
export IMPL_finalHoldViolCount=0
export IMPL_worstMarginPinSlew_ns=0.815
export IMPL_criticalPathCategory="flip-flop to output pin"
export IMPL_first_global_vias=1437
export IMPL_critPathMaxFanout=10
export IMPL_fin_crit_ns=3.29
export IMPL_core_area_um2=3800
export IMPL_required_ns=2.96
export IMPL_hold_path_startpoint="position_reg_unit.pos2[0]$_DFFE_PP0P_"
export IMPL_tool_warnings=25
export IMPL_ir_drop_mv=0.248
export IMPL_diodes=0
export IMPL_crit_arrival_ns=2.55
export IMPL_ys_chip_area_um2=1640
export IMPL_syn_cell_area_um2=1640
export IMPL_post_cts_buffers=0
export IMPL_r2r_end="tic_tac_toe_controller.current_state[1]$_DFF_PP0_"
==> synthesized netlist by cell type, drive strengths merged (5+ instances only) <==
cell type and n:
inv 6, a41oi 5, dfrtp 20, and3 11, nor2 15, nand2 11, nor2b 8, a41o 5
clkbuf 5, a31oi 5, o21ai 8, nand3 9, nor3 15, buf 10
==> power by group <==
part           internal (mW)  total [mW]  switching, mW  leakage, nW
Sequential             0.251       0.343         0.0913        0.270
Combinational          0.144       0.236         0.0921        0.561
Clock                  0.144       0.218         0.0735       0.0357
Total                  0.540       0.797          0.257        0.867
==> layer usage <==
layer / global-route usage (%) / up-vias / part of all wire [%]
li1: - / 754 / -
met1: 37.5 / 747 / 46
met2: 34.6 / 79 / 44
met3: 2.80 / 8 / 8.3
met4: 3.99 / 0 / 1.7
met5: 0 / - / 0
==> stage by stage <==
stage	std cells	total power, mW	instance area [um^2]	hold slack [ns]	setup WS, ns
after CTS	259	0.796	2000	0.643	0.431
after global routing	259	0.849	2000	0.697	0.337
final	259	0.797	2000	0.648	0.406
after global placement	255	0.575	1930	0.619	0.386
after floorplan	191	0.462	1650	0.527	1.12
after detailed placement	255	0.579	1930	0.621	0.307
==> area by class of cell <==
type	count	area share, %
Multi-Input combinational cell	147	49.4
Sequential cell	23	27.3
Timing Repair Buffer	31	15.5
Tap cell	48	3.01
Clock buffer	3	2.07
Clock inverter	1	1.50
Inverter	6	1.13
==> cell families after synthesis <==
kind of cell / after synthesis / share of synthesized area, %
AOI/OAI and AO/OA: 49 / 23.3
DFF: 20 / 30.5
and+or+nand+nor: 93 / 33.4
latches: 3 / 2.75
muxes: 2 / 2.75
buffers and inverters: 21 / 7.02
other: 1 / 0.229
==> critical path: stages, from the launching register on <==
cell and delay, ns:
dfrtp_1 0.53, and3_1 0.26, o22ai_1 0.16, a21oi_1 0.08, or3_1 0.49, a221o_1 0.38, clkdlybuf4s50_1 0.40
==> how the worst max path moves through the flow <==
stage | from | endpoint | slack, ns | cells past startpoint
4_1_cts | position_reg_unit.pos1[0]$_DFFE_PP0P_ | who[0] | 0.43 | 6
5_1_grt | position_reg_unit.pos5[1]$_DFFE_PP0P_ | who[0] | 0.34 | 6
6_report | position_reg_unit.pos1[0]$_DFFE_PP0P_ | who[0] | 0.41 | 6
Power and IR drop assume default switching activity.
